File: flow/config.mk
export PLATFORM = sky130hd
export DESIGN_NAME = main_top
export DESIGN_NICKNAME = main_top
export VERILOG_FILES = /design/flow/design.v
export SDC_FILE = /design/flow/constraint.sdc
export NUM_CORES = 4
export LEC_CHECK = 1
export CORE_UTILIZATION = 30
File: flow/constraint.sdc
current_design main_top

set clk_period 1.0
set clk_io_pct 0.2

create_clock -name clk0 -period $clk_period [get_ports {CLKCPU_A}]
create_clock -name clk1 -period $clk_period [get_ports {DS20}]
create_clock -name clk2 -period $clk_period [get_ports {SPI_CK}]

set non_clock_inputs [all_inputs -no_clocks]
set_input_delay [expr $clk_period * $clk_io_pct] -clock clk0 $non_clock_inputs
set_output_delay [expr $clk_period * $clk_io_pct] -clock clk0 [all_outputs]
File: flow/design.v
`timescale 1ns / 1ps
module main_top(
    input CLKCPU_A, 
    input AS20, 
    input DS20, 
    input RW, 
    input [1:0] SIZ,
    input [23:0] A,
    inout [31:24] D,
    output [1:0] DSACK,
    input PUNT_IN, 
    output PUNT_OUT,
    input UART5_TX, 
    output UART5_RX,
    input TXD, 
    output RXD, 
    output KB_CLOCK, 
    output KB_DATA,
    input SPI_CK, 
    input SPI_NSS, 
    input SPI_MOSI, 
    output SPI_MISO
);
wire reset = 1'b1;
wire chipset_decode = A[23:12] != 12'hDFF;
wire ciaa_decode = A[23:12] != 12'hBFE;
wire ciab_decode = A[23:12] != 12'hBFD;
localparam CIA_PRA   = 12'h001;
localparam JOY0DAT_H = 12'h00A;
localparam JOY0DAT_L = JOY0DAT_H + 1;
localparam JOY1DAT_H = 12'h00C;
localparam JOY1DAT_L = JOY1DAT_H + 1;
wire [5:0] joya;
wire [5:0] joyb;
wire [2:0] mouse_buttons;
wire [15:0] mouse0dat;
user_io user_io(
     .SPI_CLK(SPI_CK),
     .SPI_SS_IO(SPI_NSS),
     .SPI_MISO(SPI_MISO),
     .SPI_MOSI(SPI_MOSI),
     .JOY0(joya),
     .JOY1(joyb),
     .MOUSE_BUTTONS(mouse_buttons),
     .CORE_TYPE(8'ha1),     
     .BUTTONS(board_buttons),
	 .SWITCHES(board_switches),
     .MOUSE_DATA(mouse0dat)
  );
wire _mleft = ~mouse_buttons[0];
wire _mright = ~mouse_buttons[1];
wire _mthird = ~mouse_buttons[2];
reg	joy1enable = 0;
always @(posedge CLKCPU_A) begin 
	if (!_mleft || reset)  
		joy1enable = 0;
	else if (!joya[4]) 
		joy1enable = 0;
end
reg [7:0] data_out;
reg       dsack_int;
reg    dsack_int_d;
wire fire0 = _mleft;
wire fire1 = joyb[4];
wire punt_int = ~RW | ~PUNT_IN | AS20 | chipset_decode | ((A[11:0] != JOY0DAT_H) & (A[11:0] != JOY0DAT_L) & (A[11:0] != CIA_PRA));
always @(negedge CLKCPU_A or posedge AS20) begin	
    if (AS20 == 1'b1) begin 
        dsack_int   <= 1'b1;
        dsack_int_d <= 1'b1;
    end else begin 
        dsack_int   <= punt_int;
        dsack_int_d <= dsack_int;
    end
end
always @(negedge DS20 ) begin 
    case (A[11:0]) 
        CIA_PRA: data_out <= {fire1, fire0, 6'b00_0001};
        JOY0DAT_H: data_out <= mouse0dat[15:8];
        JOY0DAT_L: data_out <= mouse0dat[7:0];
        JOY1DAT_H: data_out <= {6'b000000,~joyb[0],joyb[2]^joyb[0]};
        JOY1DAT_L: data_out <= {6'b000000,~joyb[1],joyb[3]^joyb[1]};
    endcase 
end
assign PUNT_OUT = PUNT_IN ? punt_int ? 1'bz : 1'b0 : 1'b0;
assign UART5_RX = TXD ? 1'bz : 1'b0;
assign RXD = UART5_TX ? 1'bz : 1'b0;
assign KB_DATA =  SPI_NSS ? SPI_MOSI : 1'bz;
assign KB_CLOCK = SPI_NSS ? SPI_CK : 1'bz;
assign D[31:24] = dsack_int ? {8{1'bz}} : data_out;
assign DSACK = punt_int ? 2'bzz : {1'b1, dsack_int_d};
endmodule
module user_io( 
	   input      SPI_CLK,
	   input      SPI_SS_IO,
	   output     reg SPI_MISO,
	   input      SPI_MOSI,
	   input [7:0] CORE_TYPE,
		output [5:0] JOY0,
		output [5:0] JOY1,
		output [2:0] MOUSE_BUTTONS,
		output       KBD_MOUSE_STROBE,
		output [1:0] KBD_MOUSE_TYPE,
		output [7:0] KBD_MOUSE_DATA,
		output [1:0] BUTTONS,
		output [1:0] SWITCHES,
		output [15:0] MOUSE_DATA
	   );
   reg [6:0]         sbuf;
   reg [7:0]         cmd;
   reg [5:0] 	      cnt;
   reg [5:0]         joystick0;
   reg [5:0]         joystick1;
   reg [3:0] 	      but_sw;
	reg               kbd_mouse_strobe;
   reg [1:0]         kbd_mouse_type;
   reg [7:0]         kbd_mouse_data;
   reg [2:0]         mouse_buttons = 3'b000;
	reg [7:0]		   mousex = 0;
	reg [7:0]		   mousey = 0;
	assign JOY0 = joystick0;
	assign JOY1 = joystick1;
	assign KBD_MOUSE_DATA = kbd_mouse_data;  
	assign KBD_MOUSE_TYPE = kbd_mouse_type;  
	assign KBD_MOUSE_STROBE = kbd_mouse_strobe;  
	assign MOUSE_BUTTONS = mouse_buttons;  
	assign BUTTONS = but_sw[1:0];
	assign SWITCHES = but_sw[3:2];
   always@(negedge SPI_CLK) begin
      if(cnt < 8)
		  SPI_MISO <= CORE_TYPE[7-cnt];
	end
   always@(posedge SPI_CLK or posedge SPI_SS_IO) begin
		if(SPI_SS_IO == 1) begin
        cnt <= 0;
		end else begin
			sbuf[6:1] <= sbuf[5:0];
			sbuf[0] <= SPI_MOSI;
			cnt <= cnt + 1;
	      if(cnt == 7) begin
			   cmd[7:1] <= sbuf; 
				cmd[0] <= SPI_MOSI;
		   end	
	      if(cnt == 8) begin
				if(cmd == 4)
				  kbd_mouse_type <= 2'b00;   
				else if(cmd == 5)
				  kbd_mouse_type <= 2'b10;   
		 		else if(cmd == 6)
				  kbd_mouse_type <= 2'b11;   
		   end
	      kbd_mouse_strobe <= 0;
	      if(cnt == 15) begin
			   if(cmd == 1) begin
					 but_sw[3:1] <= sbuf[2:0]; 
					 but_sw[0] <= SPI_MOSI; 
				end
			   if(cmd == 2) begin
					 joystick0[5:1] <= sbuf[4:0]; 
					 joystick0[0] <= SPI_MOSI; 
				end
			   if(cmd == 3) begin
					 joystick1[5:1] <= sbuf[4:0]; 
					 joystick1[0] <= SPI_MOSI; 
			   end
			   if((cmd == 4)||(cmd == 5)||(cmd == 6)) begin
					 mousex <= {sbuf[6:0], SPI_MOSI};
				end
			end	
			if(cmd == 4) begin
				if(cnt == 23) begin
					 mousey <= {sbuf[6:0], SPI_MOSI}; 
				end
				if(cnt == 31) begin
					 mouse_buttons[2:1] <= sbuf[1:0]; 
					 mouse_buttons[0] <= SPI_MOSI; 
				end
			end
		end
	end
assign MOUSE_DATA = {mousey, mousex};
endmodule
File: flow/run.sh
#!/bin/bash
# OpenROAD 26Q1-2900-gdf79404cd8, Yosys 0.63+post, stock flow scripts
make -C /OpenROAD-flow-scripts/flow DESIGN_CONFIG=/design/flow/config.mk WORK_HOME=/design/flow/orfs finish
==> run notes <==
This memo summarizes the results of the implementation run.

GRT
The global routing report lists met1 layer usage as 0.133. The via count of the first global-routing pass is 1,482. Entering global routing, the biggest net connects 14 pins.

Routing resource usage on met2 recorded by global route was 0.166. For this run, global-route usage on met3 was measured as 0.0464. The final global-route overflow total is 0.

The first global-routing pass estimated 6.07 mm of wire. The overall global routing resource usage is 0.106. The initial antenna violation count was 0. Global routing put the most usage on met2.

CTS
The TritonCTS clock tree is built. On the reported timing paths, the clock transition at the registers reads 0.07 ns. The hold buffer count at cts is 0.

Routing
Per the detail_route report, the via count comes to 1,449. The number of antenna diodes in the final layout is 0. The average vias per placed instance is 4.29. The routed wire length per instance is 11.8 um. The detail route stage leaves a number of antenna-violating nets equal to 0. The final routed DRC violation total is 0. The sum of routed wire length over all layers is 3.99 mm. For this run, the detailed router's first-pass iteration total came to 4. Detailed-route iteration 0 reported a violation count of 23.

Final timing
The number of failing setup endpoints in the final timing report is 61. In the final report, the number of pins over their slew limit comes to 0. The setup skew after layout is 0.0742 ns. Setup repair after global routing could not meet its margin everywhere. After routing, the total negative slack on setup checks comes to -29.54 ns. The final count of hold timing violations is 0. The worst path setup slack after routing is -0.742 ns.

Pwr
For this design the ratio of total power to cell area is 1510 mW/mm^2. The worst ir drop on vdd is 877 uV. After layout, the design draws a total of 0.00513 W. The power report puts the leakage power at 1.31 nW.

Worst setup path
The data arrival at the endpoint of the critical path is 1.29 ns. The depth of the worst register-to-register path is 3. Per STA, the endpoint of the critical path is D[31]$_DFFE_NP_. The category of the worst setup path capture point is a register. The startpoint of the worst setup timing path is user_io.mousex[7]$_DFFE_PP_. The required time at the worst-slack endpoint is 0.55 ns.

The worst setup path is launched from a register. The class of the most critical setup path is reg2reg. STA lists the endpoint of the worst register-to-register path as D[31]$_DFFE_NP_. In this run the worst path has a maximum fanout of 1.

The startpoint identified for the worst register-to-register timing path is user_io.mousex[7]$_DFFE_PP_. The setup slack on the worst flop-to-flop path is -0.74 ns.

Yosys
The synthesis report names the predominant flop master as sky130_fd_sc_hd__edfxtp_1. For this run, the chip area from Yosys synthesis comes to 0.00224 mm^2. The share of flip-flops with an asynchronous set or reset after synthesis is 0.148. The tally of yosys warning messages is 13.

Each instance of the synthesized netlist takes up on average 14.9 um^2. The post-synthesis cell count is 151. The synthesized design contains 54 register bits.

The number of cells in the yosys synthesis report is 151. Summing every instance area after synthesis gives 0.00224 mm^2. The post-synth count of flops with an enable pin is 46. Yosys mapped the design onto 35 distinct sky130hd cell types. Per Yosys stat, the portion of area used by sequential elements is 0.706.

Status
The flow ran to the end, but the final reports show violations. The checks that failed: setup timing.

Place
The detailed placer's ending HPWL is 2.83 mm. The final weighted congestion recorded by global placement is 0.811. The placement stage leaves a total instance area of 0.00299 mm^2. The placement report lists the number of port buffers as 33.

Floorplan
The die height is 88.5 um. Pin placement for this block handled 52 I/O pins. Per the OpenROAD floorplan log, the width of the die is 88.5 um.

The floorplan row count is 31. The core area is 0.00725 mm^2. The total die size is 0.00783 mm^2. At the floorplan stage, the core utilization is reported as 0.309.

Run
The logs give a warning total of 45. The number of maximum-capacitance violations recorded for the run is 0.

Cells and area
The area of all placed cells without fillers is 0.00339 mm^2. The post-synthesis to final-layout area growth is 51.2%. The layout summary lists the proportion of cells stronger than drive strength 1 as 0.410.

Hold path
STA reports the tightest min-delay check as being of type in2reg.
[area by class of cell]
class	count	area, um^2
fillers	640	3860
flip-flops and latches	54	1590
multi-input cells	79	737
repair buffers	70	646
clock buffers	15	193
well taps	99	124
clock inverters	13	76.3
inverters	8	30.0
[worst max-delay path, cell delays in order (launching register included)]
cell,delay [ns]
sky130_fd_sc_hd__edfxtp_1,0.36
sky130_fd_sc_hd__mux2i_1,0.16
sky130_fd_sc_hd__nor3_1,0.07
sky130_fd_sc_hd__a221o_1,0.30
[power breakdown]
group	switching [W]	internal [W]
registers	0.0000184	0.00247
logic	0.0000962	0.000146
clock network	0.000869	0.00153
[stage by stage]
stage | setup WS, ns | utilization | hold slack [ns] | std cells
detailed placement | -1.28 | 0.413 | 0.350 | 308
global route | -0.833 | 0.468 | 0.219 | 338
floorplan | -0.738 | - | 0.0716 | 153
global placement | -1.28 | 0.413 | 0.348 | 308
finish | -0.742 | 0.468 | 0.219 | 338
CTS | -0.760 | 0.458 | 0.222 | 334
[sequential cells by signal, summed over array words and instances, names as in the netlist]
name,count
user_io.mouse_buttons,1
user_io.SPI_MISO,1
user_io.sbuf,7
user_io.cmd,8
dsack_int,1
user_io.cnt,6
D,8
user_io.joystick1,5
user_io.mousex,8
dsack_int_d,1
user_io.mousey,8
[placed cells by master, fill, tap and decap left out, drive strengths merged, types with 4 or more instances in the layout]
cell,Yosys,layout
buf,8,47
clkbuf,1,14
clkdlybuf4s15,0,7
conb,2,4
dfrtp,6,6
dlygate4sd2,0,16
edfxtp,46,46
inv,11,19
mux2i,8,8
nand2,6,6
nand3,5,5
nand4,4,4
nand4b,5,5
nor2,9,9
nor3,5,5
nor4,5,5
xnor2,5,5
[cells by family after synthesis]
kind of cell,share of synthesized area
flops,0.706
simple gates,0.131
buf+inv,0.0457
compound gates,0.0335
mux,0.0407
xor+xnor,0.0234
fa+ha+maj,0.0167
other cells,0.00335
[Yosys cell counts (4+ instances only)]
cell                       number  area [um^2]
sky130_fd_sc_hd__dfrtp_1        6          150
sky130_fd_sc_hd__xnor2_1        5         43.8
sky130_fd_sc_hd__mux2i_1        8         80.1
sky130_fd_sc_hd__nand2_1        6         22.5
sky130_fd_sc_hd__nand4_1        4         25.0
sky130_fd_sc_hd__nor3_1         5         25.0
sky130_fd_sc_hd__nand3_1        5         25.0
sky130_fd_sc_hd__nor2_1         9         33.8
sky130_fd_sc_hd__edfxtp_1      46         1380
sky130_fd_sc_hd__nand4b_1       5         43.8
sky130_fd_sc_hd__inv_1         11         41.3
sky130_fd_sc_hd__buf_4          7         52.6
[routing by layer]
layer  part of all wire  vias up
met5                  0        -
met2               0.44       67
li1                   -      730
met1               0.44      643
met3              0.093        9
met4              0.023        0
[how the worst min path moves through the flow]
stage / start / endpoint / slack, ns / depth (start not counted)
CTS: SPI_MOSI / user_io.mouse_buttons[0]$_DFFE_PP_ / 0.22 / 2
finish: SPI_MOSI / user_io.mouse_buttons[0]$_DFFE_PP_ / 0.22 / 2
global route: SPI_MOSI / user_io.mousey[0]$_DFFE_PP_ / 0.22 / 2
[what timing repair did]
| action | 4_1_cts | 5_1_grt |
|---|---|---|
| pin swaps | 25 | 17 |
| buffers inserted | 2 | 5 |
| gates resized | 96 | 10 |
| setup endpoints to repair | 63 | 62 |
Power and IR drop assume default switching activity.
